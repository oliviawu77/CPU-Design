<file path="flow/design.v">
module logicBasic(xlogicBasic,ylogicBasic,outlogicBasic,codelogicBasic);
parameter size = 8;
input [size-1:0] xlogicBasic,ylogicBasic;
input [1:0] codelogicBasic;
output [size-1:0] outlogicBasic;
reg [size-1:0] outlogicBasic;
always@(*)
begin
	case(codelogicBasic)
		2'b00: outlogicBasic = xlogicBasic & ylogicBasic;
		2'b01: outlogicBasic = xlogicBasic | ylogicBasic;
		2'b10: outlogicBasic = xlogicBasic ^ ylogicBasic;
		2'b11: outlogicBasic = ~xlogicBasic;
	endcase
end
endmodule
</file>
<file path="flow/run.sh">
#!/bin/bash
# OpenROAD 26Q1-2900-gdf79404cd8, Yosys 0.63+post, stock flow scripts
make -C /OpenROAD-flow-scripts/flow DESIGN_CONFIG=/design/flow/config.mk WORK_HOME=/design/flow/orfs finish
</file>
<file path="flow/config.mk">
export PLATFORM = sky130hd
export DESIGN_NAME = logicBasic
export DESIGN_NICKNAME = logicBasic
export VERILOG_FILES = /design/flow/design.v
export SDC_FILE = /design/flow/constraint.sdc
export NUM_CORES = 4
export LEC_CHECK = 1
export CORE_AREA = 10 10 70 70
export DIE_AREA = 0 0 80 80
</file>
<file path="flow/constraint.sdc">
current_design logicBasic

set clk_period 2.4
set clk_io_pct 0.2

create_clock -name clk0 -period $clk_period

set non_clock_inputs [all_inputs -no_clocks]
set_input_delay [expr $clk_period * $clk_io_pct] -clock clk0 $non_clock_inputs
set_output_delay [expr $clk_period * $clk_io_pct] -clock clk0 [all_outputs]
</file>
==> run summary <==
impl run done, here's what came out: wl on met1=473 um, Detailed Place HPWL=about 1.1 mm, status=complete, no violations, dpl cell area=868.3 sq um, Die Span Y=approximately 80 um, Cell Area, Synth=slightly below 500 sq um, setup violators final=0, cells after synthesis=about 50, final hold violations=0, Slew HR=0.9116, DRT antenna net count=0, WS Path Type=in -> out, Global Route Usage Sum=0.03736, Cells after DPL=129, hold buffer count at CTS=0, Initial Util=0.1443, CP Buf/Inv Count=3, chip area=0.006400 sq mm, minimum clock period=around 2.3 ns, FP Rows=21, DRC viols=0, met3 wire length=122 um, antenna violations before repair=0, warnings from Yosys=1, critical path's largest stage delay=around 0.48 ns, I/O Buffers=26, Worst Hold Class=in -> out, Commonest Layout Cell=inv_1, CP max stage cell=clkdlybuf4s50_1, core area=around 0.0034 sq mm, Top cells excl fill/tap=24 x inv_1, 18 x dlygate4sd2_1, 16 x ha_1, Place WS=-0.2763 ns, Critical Path AT=1.85 ns, Max VDD drop=0.04628 mV, worst hold margin=1.482 ns, clock buf count=0, drt wl/cell=between 9 and 10 um, critical path depth=5, diode count=0, Leak=0.4907 nW, Critical Path End Type=output port, flip-flops=0, DRT iter0 DRCs=6, unrepaired setup endpoints after global routing=false, Final WS setup=0.06751 ns, Final GP Congestion=0.7138, Power Density=132.5 mW/mm^2, Overflow after GRT=0, OpenROAD warnings=40, cell area after layout=850.8 sq um, vias per inst=3.431, Post-Route WL=between 1 and 1.5 mm, Top Metal Used=met3, chip width=about 80 um, DR vias=446, layout cells sized above 1=0.2381, CP delay by family, top=buffers and inverters, global-route wire length before repair=slightly above 2 mm, # Cells Yosys=50, required time of the critical path=1.92 ns, worst slew pin tran=roughly 0.13 ns, Setup crit start kind=primary input, Achievable Freq=428.7 MHz, largest net degree at the start of global routing=9, total power=0.1127 mW, area grow syn2layout=72.59%, Max Cap Viol=0, maximum fanout along the worst path=2, yosys stat area=around 490 sq um, Slew Viols, Final=0, Seq share, synth=0, TritonRoute pass-1 iters=3, Tcrit/Tclk final=0.9719, Met2 Routed Length=around 600 um, num ports=26, hold depth=4, Final Instance Count excl. Fillers=130, post-synthesis cell type count=4, FF+latch area=0 sq um, CP cell instances=clkdlybuf4s50_1 > inv_1 > ha_1 > mux4_2 > buf_2, vias in the first global route=483, synthesized area per cell=9.859 sq um
==> kinds of logic (layout without fill, tap and decap cells) <==
family,Yosys count,count (layout),synth area share
mux,8,8,0.3655
buf+inv,26,60,0.2284
fa+ha+maj,16,16,0.4061
==> worst paths after layout <==
| path | to | start | slack, ns |
|---|---|---|---|
| worst max-delay path | outlogicBasic[0] | ylogicBasic[0] | 0.07 |
| worst min-delay path | outlogicBasic[0] | xlogicBasic[0] | 1.48 |
==> cell type report <==
class,count,area [sq um]
Fill cell,371,2565
Multi-Input combinational cell,24,380.4
Timing Repair Buffer,36,322.8
Inverter,24,90.09
Tap cell,46,57.56
==> synth_stat cells <==
library cell | count | area [sq um]
ha_1 | 16 | 200.2
mux4_2 | 8 | 180.2
buf_6 | 2 | 22.52
inv_1 | 24 | 90.09
==> power breakdown <==
group	leakage, nW	internal [mW]	switching, mW
Sequential	0	0	0
Clock	0	0	0
Combinational	0.491	0.0769	0.0358
==> routing by layer <==
layer / vias up / GRT usage
li1: 229 / -
met1: 202 / 0.04084
met2: 15 / 0.07384
met3: 0 / 0.009091
met4: 0 / 0
met5: - / 0
==> per-stage QoR <==
step / TNS [ns] / utilization
after global routing: 0 / 0.2491
after floorplan: 0 / -
after global placement: -1.971 / 0.2542
after detailed placement: -2.085 / 0.2542
after CTS: 0 / 0.2447
final: 0 / 0.2491
==> repair_timing <==
action	4_1_cts	5_1_grt
pin swaps	0	1
setup buffers	0	1
endpoints found under the setup margin	8	4
endpoints found under the hold margin	0	0
cloned	0	0
gates resized	24	3
No activity file was given, so power comes from the tool's default toggle rates.
