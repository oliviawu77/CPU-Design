==> config.mk <==
export PLATFORM = sky130hd
export DESIGN_NAME = shift
export DESIGN_NICKNAME = shift
export VERILOG_FILES = /design/flow/design.v
export SDC_FILE = /design/flow/constraint.sdc
export NUM_CORES = 4
export LEC_CHECK = 1
export CORE_AREA = 10 10 70 70
export DIE_AREA = 0 0 80 80
==> constraint.sdc <==
current_design shift

set clk_period 2.0
set clk_io_pct 0.2

create_clock -name clk0 -period $clk_period

set non_clock_inputs [all_inputs -no_clocks]
set_input_delay [expr $clk_period * $clk_io_pct] -clock clk0 $non_clock_inputs
set_output_delay [expr $clk_period * $clk_io_pct] -clock clk0 [all_outputs]
==> design.v <==
module ShiftDirect(dataShiftDirect,dataOutShiftDirect);
parameter size = 8;
input [size-1:0] dataShiftDirect;
output [size-1:0] dataOutShiftDirect;
assign dataOutShiftDirect = dataShiftDirect;
endmodule
module ShiftLeft(dataShiftLeft,dataOutShiftLeft);
parameter size = 8, shift1 = 1;
input [size-1:0] dataShiftLeft;
output [size-1:0] dataOutShiftLeft;
assign dataOutShiftLeft = dataShiftLeft<<shift1;
endmodule
module ShiftRight(dataShiftRight,dataOutShiftRight);
parameter size = 8, shift1 = 1;
input [size-1:0] dataShiftRight;
output [size-1:0] dataOutShiftRight;
assign dataOutShiftRight = dataShiftRight>>shift1;
endmodule
module shift(DataBShiftIn,codeShiftt,shiftOut);
parameter size = 8, A = 1;
input [size-1:0] DataBShiftIn;
input [1:0] codeShiftt;
wire [size-1:0] dataDirect,dataRight,dataLeft;
output [size-1:0] shiftOut;
reg [size-1:0] shiftOut;
always@(*)
begin
	case(codeShiftt)
		2'b00:  
		begin
			shiftOut = dataDirect;
		end
		2'b01:  
		begin
			shiftOut = dataRight;
		end
		2'b10:  
		begin
			shiftOut = dataLeft;
		end
		default:
			shiftOut = 8'bx;
	endcase
end
ShiftRight right(
	.dataShiftRight (DataBShiftIn),
	.dataOutShiftRight (dataRight)
	);
ShiftLeft left(
	.dataShiftLeft (DataBShiftIn),
	.dataOutShiftLeft (dataLeft)
	);
ShiftDirect direct(
	.dataShiftDirect (DataBShiftIn),
	.dataOutShiftDirect (dataDirect)
	);
endmodule
==> run.sh <==
#!/bin/bash
# OpenROAD 26Q1-2900-gdf79404cd8, Yosys 0.63+post, stock flow scripts
make -C /OpenROAD-flow-scripts/flow DESIGN_CONFIG=/design/flow/config.mk WORK_HOME=/design/flow/orfs finish
==> run notes <==
Physical design

The number of global-route vias before repair is 300. The floorplan has 21 rows. STA classifies the critical path startpoint as an input port.

For reference, the post-synthesis area per instance comes to approximately 5.6 sq um. The area of the mapped netlist stands at about 160 sq um. The first global-routing pass estimated around 1500 um of wire.

The slew of the pin with the lowest slew margin stands at 0.211 ns. The number of fill cells in the layout stands at 385. The instance count on the critical path stands at 4. The number of warnings reported in the yosys synthesis log stands at 1. According to the cell report, flip-flops and latches in the layout number 0.

The share of Yosys cell area claimed by the top area cell type stands at 0.277. Traced cell by cell, the critical path runs through clkdlybuf4s50_1 > nand2_1 > o21ai_2 > clkdlybuf4s50_1. The total buffers and inverters traversed by the critical path stands at 2. In this run the tools logged warnings totalling 33. The remaining global-route overflow stands at 0. The number of placed instances, taps included stands at ~93. The die is roughly 80 um wide.

Setup repair after global routing left no endpoint under its margin. The critical path's slowest stage uses the library cell clkdlybuf4s50_1. The cell family contributing the most delay on the critical path is buffers and inverters. The cell depth of the worst min-delay path stands at 4.

After detailed routing, the average wire length per cell comes to 9.46 um. The peak per-stage delay on the critical path stands at between 0.5 and 0.6 ns. The area of the core stands at 3420 sq um. By instance count, the cell type seen most on the critical path is clkdlybuf4s50_1. The number of instances in the synthesized netlist stands at 29. The count of pins on the block boundary stands at 18. Per the post-route antenna check, the number of violating nets is 0. For this configuration, the core starts out at a cell density of 0.0476. For reference, the most critical setup path is categorized as input port to primary output. The floorplan die area stands at 6400 sq um. Entering global routing, the biggest net connects 8 pins. For this design the ratio of total power to cell area is approximately 260 nW/um^2. After layout, the clock buffer instance count stands at 0. The maximum clock rate stands at around 0.52 GHz. For this design the static power due to leakage is 0.232 nW. The final weighted congestion in routability-driven placement stands at 0.745. Measured along the y axis, the die boundary spans approximately 80 um. The global routing stage identified its most utilized layer as met2.

The total vias in the final route stands at roughly 300. After detailed routing, the number of remaining DRC violations is 0. The count of port buffers added during placement stands at 18.

Across the run, the number of max-cap violations was 0. In this run the most critical hold path is launched from DataBShiftIn[3]. The register area share after synthesis stands at 0.

The tightest min-delay check is of the input port to primary output type. The aggregate routed wire length stands at ~960 um. The met3 track demand over resource in global routing stands at 0.00341.

Of all nets on the critical path, the largest fanout is 3. The fraction of final layout cells with drive strength greater than 1 stands at 0.364. The flow ran to the end, and the final reports show no timing, DRC or antenna violations. The cell type that accounts for the most area after synthesis is a22oi_1.

The final timing report lists a max-slew violation count of 0. The arrival time of the worst setup path stands at 1.51 ns. The placement-stage cell area stands at approximately 400 sq um.

The number of library cell types mapped by synthesis stands at 7. The chip area estimate from yosys synthesis stands at 163 sq um. For this run, global-route usage on met1 was measured as 0.0389. The number of antenna diodes stands at 0. The count of placed standard cells in the final layout, fillers left out stands at between 100 and 150. The final design area excluding fillers stands at 518 sq um. The signed area change from the synthesized netlist to the final layout stands at 218%.

Per the final timing report, the hold violations number 0. The number of cell instances after yosys synthesis stands at 29. The data required time reported for the critical path is ~1.6 ns. The worst pin sits at a relative slew slack of 0.859.

Looking at the hold checks, the worst path lands on shiftOut[3]. The fraction of met2 tracks used by global routing stands at 0.0474. In the final report, the number of endpoints failing setup comes to 0. Across the whole layout, storage elements account for 0 sq um. In the routed layout, each cell is associated on average with a via count of 2.99. Sorting the synthesized cells by area gives the leading types as a22oi_1 (28%), nand2_1 (23%), o21ai_0 (18%), ha_1 (15%), o21ai_1 (6.2%).

The worst path needs 1.91 ns of the cycle, external delays included. STA classifies the critical path endpoint as a primary output. The worst ir drop on vdd stands at ~0.000051 V. The first-iteration detailed-routing DRC count stands at 11.

Overall routing resource usage recorded by global route was 0.0279. The iteration count recorded for the first detailed-route pass is 4. The ratio of final minimum period to clock period stands at 0.957.

The initial antenna violation count was 0.
## per-layer routing
metal	routed length, um	vias up
met4	0	0
met5	0	-
li1	-	157
met1	418	134
met2	453	11
met3	83	0
## synthesized netlist by cell type
| cell | instances |
|---|---|
| a22oi_1 | 6 |
| buf_4 | 1 |
| ha_1 | 2 |
| inv_1 | 2 |
| nand2_1 | 10 |
| o21ai_0 | 6 |
| o21ai_1 | 2 |
## placed cells by master, fill, tap and decap left out, types with 2 or more instances in the layout
cell type / synthesis / routed
dlygate4sd2_1: 0 / 7
buf_2: 0 / 2
buf_4: 1 / 6
nand2_1: 10 / 10
dlymetal6s2s_1: 0 / 2
a22oi_1: 6 / 6
clkdlybuf4s50_1: 0 / 7
ha_4: 0 / 2
o21ai_2: 0 / 6
o21ai_1: 2 / 2
## stage by stage
stage | setup TNS, ns | power [mW] | utilization | hold WS (ns) | setup slack [ns]
finish | 0 | 0.133 | 0.152 | 1.25 | 0.0869
global route | 0 | 0.145 | 0.152 | 1.29 | 0.0588
CTS | 0 | 0.128 | 0.148 | 1.48 | 0.00606
detailed placement | -4.32 | 0.0922 | 0.117 | 1.78 | -0.623
global placement | -4.11 | 0.0914 | 0.117 | 1.79 | -0.611
floorplan | 0 | 0.0282 | - | 0.852 | 0.576
## worst max path at each step
stage,startpoint,end,slack (ns)
CTS,DataBShiftIn[1],shiftOut[2],0.006
global route,DataBShiftIn[2],shiftOut[2],0.06
finish,DataBShiftIn[2],shiftOut[2],0.09
## kinds of logic (layout without fill, tap and decap cells)
family	after synthesis	in the layout	share of synthesized area
AOI/OAI and AO/OA	14	14	0.523
buffers and inverters	3	29	0.0923
and+or+nand+nor	10	10	0.231
adders and majority gates	2	2	0.154
## what timing repair did
| item | 4_1_cts | 5_1_grt |
|---|---|---|
| hold buffers | 0 | 0 |
| endpoints found under the hold margin | 0 | 0 |
| resized | 36 | 3 |
| setup buffers | 6 | 2 |
| pin swaps | 3 | 1 |
| setup endpoints to repair | 8 | 1 |
## report_power, final
| group | internal, mW | switching (mW) | leakage, nW | total, mW |
|---|---|---|---|---|
| Sequential | 0 | 0 | 0 | 0 |
| Combinational | 0.0841 | 0.0486 | 0.232 | 0.133 |
| Clock | 0 | 0 | 0 | 0 |
| Total | 0.0841 | 0.0486 | 0.232 | 0.133 |
## cell type report
type / count / area, sq um / share of cell area
Multi-Input combinational cell: 26 / 195 / 0.377
Tap cell: 46 / 57.6 / 0.111
Timing Repair Buffer: 27 / 258 / 0.498
Inverter: 2 / 7.51 / 0.0145
Power is estimated from default activity; no workload was simulated.
